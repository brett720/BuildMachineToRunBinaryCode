==> design/flow/design.v <==
module DataRAM #(parameter D=8, W=8)(
  input                CLK,			       
  input        [D-1:0] DataAddress,
  input                ReadMem,
                       WriteMem,
  input        [W-1:0] DataIn,
  output logic [W-1:0] DataOut);
  logic [W-1:0] my_memory [2**D];	       
  always_comb			                   
    if(ReadMem) begin
      DataOut = my_memory[DataAddress];
    end 
    else 
      DataOut = 'bZ;              		   
  always_ff @ (posedge CLK)				   
    if(WriteMem) begin
      my_memory[DataAddress] = DataIn;
    end
endmodule
==> design/flow/run.sh <==
#!/bin/bash
# OpenROAD 26Q1-2900-gdf79404cd8, Yosys 0.63+post, stock flow scripts
make -C /OpenROAD-flow-scripts/flow DESIGN_CONFIG=/design/flow/config.mk WORK_HOME=/design/flow/orfs finish
==> design/flow/config.mk <==
export PLATFORM = sky130hd
export DESIGN_NAME = DataRAM
export DESIGN_NICKNAME = DataRAM
export VERILOG_FILES = /design/flow/design.v
export SDC_FILE = /design/flow/constraint.sdc
export NUM_CORES = 4
export LEC_CHECK = 1
export CORE_UTILIZATION = 50
==> design/flow/constraint.sdc <==
current_design DataRAM

set clk_period 17.5
set clk_io_pct 0.2

create_clock -name clk0 -period $clk_period [get_ports {CLK}]

set non_clock_inputs [all_inputs -no_clocks]
set_input_delay [expr $clk_period * $clk_io_pct] -clock clk0 $non_clock_inputs
set_output_delay [expr $clk_period * $clk_io_pct] -clock clk0 [all_outputs]
==> impl_metrics.json <==
{
  "min_from": "DataIn[5]",
  "required_ns": 14.00,
  "top_area_cell": "edfxtp_1",
  "drtAntennaViolNets": 0,
  "max_freq_mhz": 79.6,
  "cts-root-buf": "clkbuf_16",
  "hp-class": "in2reg",
  "relSlewSlack": 0.206,
  "io_pins": 27,
  "grt_pass1_wl_um": 269000,
  "place_area_um2": 81300,
  "timing_worst_slew_pin_value_ns": 1.19,
  "dpl.hpwl_um": 109000,
  "synth-async-reset-ratio": 0,
  "postCtsSetupRepairBufs": 0,
  "postSynthSeqShare": 0.785,
  "crit_path_start_kind": "input port",
  "hold_viol_final": 0,
  "areaGrowthSynthToFinish_pct": 11.9,
  "avgSynthCellArea_um2": 22.1,
  "min_period_ns": 12.56,
  "initCoreUtil": 0.506,
  "period_used_share": 0.718,
  "netlist_instances": 3539,
  "antenna_found_initial": 4,
  "synth_cell_types": 21,
  "gp_congestion": 0.866,
  "drive_gt1_frac": 0.248,
  "totalWireLength_um": 184000,
  "cp-end-kind": "output pin",
  "cts.repair.resized": 0,
  "combGateArea_um2": 15800,
  "worstSetupPathType": "in2out",
  "crit_arrival_ns": 9.06,
  "cts.sinks": 2048,
  "core_area_um2": 155000,
  "place_ws_ns": 4.76,
  "ys_area_um2": 78300,
  "drc": 0,
  "h-tree-depth": 4,
  "drt_first_iter_violations": 2152,
  "final_area_um2": 87600,
  "die_w_um": 398,
  "io_buffers": 25,
  "tns_ns": 0,
  "dr.pass1.iters": 5,
  "warnings": 36,
  "die_area_um2": 158000,
  "yosys-top-cells-area": "edfxtp_1, mux4_2, a22oi_1, nor2_1, a21oi_1",
  "flop_area_um2": 61500,
  "ys_warn_count": 2,
  "crit_fanout": 48,
  "cap_violations": 0,
  "powerDensity_nw_per_um2": 114,
  "synth_area_um2": 78300,
  "grt_pass1_vias": 41416,
  "cts_tree": "done",
  "whs_endpoint": "my_memory[124][5]",
  "grt_max_degree": 133,
  "synth-edff-count": 2048,
  "ir_drop_mv": 0.119,
  "top_cells_by_count": "edfxtp_1, mux4_2, a22oi_1, nor2_1, clkbuf_1",
  "cts_hold_buf": 0,
  "nFillCells": 10779,
  "cts_buffer_depth": 3,
  "overflow": 0,
  "largest_register_ffs": 2048,
  "synth_top_area_share": 0.785,
  "fin_ws_ns": 4.94,
  "grtUsageTotal": 0.269,
  "synth_top_cell_by_count": "edfxtp_1",
  "cts_made_buffers": 196,
  "via_per_inst": 6.22,
  "wl_per_cell_um": 31.3,
  "num_rows": 144,
  "setup_violations": 0,
  "status": "completed",
  "whs_path_depth": 1,
  "final_max_slew_viol_count": 0,
  "rsz0062_at_grt": "false",
  "die_h_um": 398,
  "ys_cells": 3539,
  "clkSlewWorstSetupHoldPaths_ns": 0.06,
  "vias": 36586,
  "p_leak_uw": 0.0265,
  "ys.flop_type": "edfxtp_1",
  "ys.flops": 2048
}
-- worst max path at each step --
stage | start | end | slack, ns | cells after the start
6_report | DataAddress[0] | DataOut[1] | 4.94 | 11
4_1_cts | DataAddress[0] | DataOut[1] | 4.76 | 11
5_1_grt | DataAddress[0] | DataOut[1] | 4.48 | 11
-- cells by family after synthesis --
kind of cell / share of synthesized area
buffers and inverters: 0.0140
muxes: 0.147
DFF: 0.785
AOI/OAI and AO/OA: 0.0363
and+or+nand+nor: 0.0174
-- layout by cell type (no fill, tap or decap), drive strengths merged --
cell	netlist	final
nor3	30	30
o41ai	32	32
clkbuf	145	247
or2	2	2
nor2b	7	7
and2	3	3
inv	1	8
clkinvlp	0	9
nand2	28	28
a22oi	256	256
diode	0	3
nand4	8	8
bufinv	0	22
nand2b	6	6
clkinv	0	82
or3	1	1
nand3	13	13
nor2	232	232
clkdlybuf4s50	0	15
a21oi	128	128
buf	87	146
mux4	512	512
edfxtp	2048	2048
-- per-stage QoR --
step	utilization	total power (uW)	hold WS, ns	cells
after floorplan	-	5750	3.60	3539
after detailed placement	0.525	5970	4.11	5520
after global routing	0.566	10300	3.28	5879
after CTS	0.566	10100	3.24	5879
final	0.566	10000	3.26	5882
after global placement	0.525	5950	4.09	5520
-- layout make-up --
| type | count | share of cell area |
|---|---|---|
| Clock inverter | 120 | 0.0138 |
| Sequential cell | 2048 | 0.702 |
| Inverter | 1 | 0.0000428 |
| Timing Repair Buffer | 169 | 0.0164 |
| Clock buffer | 239 | 0.0590 |
| Tap cell | 2044 | 0.0292 |
| Multi-Input combinational cell | 1258 | 0.180 |
| Antenna cell | 3 | 0.0000857 |
-- where the power goes --
group | switching, uW | total (uW) | leakage [uW] | internal, uW
sequential | 2.27 | 5410 | 0.0184 | 5410
clock | 1740 | 4160 | 0.00311 | 2420
combinational | 295 | 450 | 0.00500 | 155
total | 2040 | 10000 | 0.0265 | 7990
-- worst max-delay path: stages --
cell	delay, ns
buf_8	0.43
buf_4	0.64
buf_4	0.56
buf_4	0.70
mux4_2	0.60
a22oi_1	0.26
a21oi_1	0.17
o41ai_1	1.02
buf_4	0.24
nand4_1	0.28
clkdlybuf4s50_1	0.54
-- per-layer routing --
layer | share of wire | track usage | vias to the layer above
li1 | - | - | 15348
met5 | 0.0028 | 0.0218 | -
met2 | 0.46 | 0.374 | 2436
met1 | 0.31 | 0.336 | 18465
met4 | 0.031 | 0.0668 | 21
met3 | 0.19 | 0.227 | 316
Power and IR drop assume default switching activity.
