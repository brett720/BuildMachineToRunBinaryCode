**design/flow/design.v**
```verilog
module pc (
  input	clk,
  input reset,
  input abs_jump_en,
  input [1:0] rel_jump_en,
  input[9:0] abs_jump,
  input signed[7:0] rel_jump,
  output logic[9:0] p_ct);
  always_ff @(posedge clk) 
    if(reset)
	  p_ct <= 0;
	else
    case({abs_jump_en, rel_jump_en})
      'b000: p_ct <= p_ct + 1;
	  'b001: p_ct <= p_ct + rel_jump;
	  'b010: p_ct <= p_ct + 7;
	  'b011: p_ct <= p_ct - 14;
	  'b1xx: p_ct <= abs_jump;
	endcase
 endmodule
```
**design/flow/run.sh**
```bash
#!/bin/bash
# OpenROAD 26Q1-2900-gdf79404cd8, Yosys 0.63+post, stock flow scripts
make -C /OpenROAD-flow-scripts/flow DESIGN_CONFIG=/design/flow/config.mk WORK_HOME=/design/flow/orfs finish
```
**design/flow/config.mk**
```make
export PLATFORM = sky130hd
export DESIGN_NAME = pc
export DESIGN_NICKNAME = pc
export VERILOG_FILES = /design/flow/design.v
export SDC_FILE = /design/flow/constraint.sdc
export NUM_CORES = 4
export LEC_CHECK = 1
export CORE_AREA = 10 10 100 100
export DIE_AREA = 0 0 110 110
```
**design/flow/constraint.sdc**
```tcl
current_design pc

set clk_period 4.3
set clk_io_pct 0.2

create_clock -name clk0 -period $clk_period [get_ports {clk}]

set non_clock_inputs [all_inputs -no_clocks]
set_input_delay [expr $clk_period * $clk_io_pct] -clock clk0 $non_clock_inputs
set_output_delay [expr $clk_period * $clk_io_pct] -clock clk0 [all_outputs]
```
==> results.txt <==
Results of the run.

The number of buffers inserted by post-CTS setup repair is 0. The antenna diode count is 0. The count of nets left with antenna violations once routing finished came out at 0. The reported max-cap violation count is 0.

The hold violation count in the final report is 0. The first global-routing pass estimated 5620 um of wire. The worst-case setup margin in the final layout is ~800 ps. Per the timing report, the achievable frequency comes out to 286 MHz.

The core outline area is 7810 um^2. The delay of the slowest cell on the worst path is around 500 ps. The dominant cell type by count on the critical path is nor2b_1. For reference, the post-synthesis area per instance comes to 7.63 um^2. The number of flip-flops under the largest register name is 10.

On the critical path, the stage with the largest delay is an instance of clkdlybuf4s50_1. Per the gpl log, the routability congestion estimate is 0.876. The met2 demand-to-capacity share in global routing is ~8.6%. The final routed DRC violation total is 0.

Per the GRT congestion report, total overflow comes to 0. The total instance count after detailed placement is ~270. The routed length per placed instance is roughly 13 um. The share of the clock period used by the worst path after layout is 81.4%.

The via count of the first global-routing pass is 1082. The initialized floorplan defines 32 standard-cell rows. After the first detailed-routing iteration, the DRC count stood at 74. After clock tree synthesis, the clock-pin slew on the worst setup and hold paths is 50 ps. In this run the count of I/O pins placed on the die edge is 33. After synthesis, flip-flops and latches occupy 19.3% of the total area. The number of buffers inserted during clock tree synthesis is 3.

The post-route setup TNS is 0 ps. Per the post-place timing report, worst setup slack is 554 ps. The cell total in the yosys stat output is 136. The synthesis area per yosys is 1040 um^2. The non-filler instance count after layout is 269. The number of buffers and inverters on the critical path is 1. In the final run the clock tree shows a worst skew of about 2.6 ps. The category of cells accounting for the largest share of critical-path delay is simple AND/OR/NAND/NOR gates.

The wire length reported by the detailed router is 3510 um. The leakage power is 0.570 nW. The worst setup path is captured at a register. Setup repair after global routing left no endpoint under its margin.

In the global route stage, met3 resource usage came out at 2.76%. The number of flops mapped to enable cells by yosys is 0. The die is 110 um tall. Warnings reported by Yosys during synthesis add up to 1. In the final report, the number of endpoints failing setup comes to 0. The shortest period the worst path allows is around 3500 ps. The worst-case max-slew headroom was logged as between 60% and 70%. Summed over all nets, the half-perimeter wirelength after detailed placement is 2860 um. The proportion of layout cells with a drive suffix above 1 is approximately 4.8%.

The area share of the largest cell type after synthesis is between 10% and 20%. The cell sequence reported for the critical path is clkdlybuf4s50_1, nor2b_1, nor2b_1, nand2b_1, ha_1, fa_1, a211oi_1, nor4b_1, a311o_1, a21oi_1, nor3_1. The power density normalized to cell area is 222 nW/um^2. In the synthesized netlist, the number of instances is 136. The chip footprint is 12100 um^2. The arrival time of the worst setup path is 3610 ps.

The number of antenna violations at the first check in global routing came to 0. The required time of the critical path is 4410 ps. Summing all multi-input logic gate instances after layout gives 807 um^2. The top register by number of flip-flops is p_ct. Along the worst path, the maximum fanout reaches 6.

Entering global routing, the biggest net connects 24 pins. The largest vdd supply drop is about 0.094 mV. The sequential cell area in the final layout is 200 um^2. Ranking logic cells in the layout by count gives the top entries clkdlybuf4s50_1, a21oi_1, nor2_1, dfxtp_1. Per the detail_route report, vias per standard cell equal around 4.

The first TritonRoute pass finished after 4 iterations. As reported, the later end of the worst-skew pair has a clock insertion delay of 230 ps. The cell area after synthesis is around 1000 um^2. The cell accounting for the most synthesized area is dfxtp_1. The most frequent standard cell in the layout excluding fill and tap cells is clkdlybuf4s50_1. The total of buffers placed on input and output ports is 32. The number of buffers inserted by hold repair at cts is 0.

The clock tree has to reach 10 sinks. Counting the fill cells in the layout gives 876. The tree is rooted in a clkbuf_8. In this run, synthesis produced a sequential element count of 10. CTS built an H-tree with a depth of 1.

In the final layout, the registers with the most flip-flops are p_ct (10). The routed layout has approximately 1100 vias. The post-cts resize count is 0. The category of the worst setup path launch point is a primary input. The synthesized netlist contains 37 unique library cells.

The global-route track usage on met1 is between 8 and 9%. The area added between synthesis and finish is 46.1%. The global routing stage identified its most utilized layer as met2. Warnings raised by the tools during the run amount to 25. The number of max-slew violations in the final report is 0.

The share of flip-flops with an asynchronous set or reset is 0%. The slew at the pin with the worst max-slew slack is 499 ps. CTS reports a maximum clock tree buffer depth of 2.

The most used flip-flop cell after synthesis is dfxtp_1. The CTS tree is done. Overall routing resource usage recorded by global route was 5.88%. STA reports the tightest min-delay check as being of type reg2reg. The type of the worst setup path is in2reg.

After synthesis, the cell types taking the most area are dfxtp_1, ha_1, a21oi_1. The horizontal die dimension reported for this design is 110 um. The flow ran to the end, and the final reports show no timing, DRC or antenna violations.

The share of the core filled by cells before placement is 13.3%.
## Yosys cell counts (all sizes together), types with 3 or more instances
library cell  number
nand3              3
dfxtp             10
nand2              9
nor2              10
inv                3
nor3               5
a21oi             16
a211oi             8
xnor2              7
xor2               3
nor2b              5
a21o               3
clkbuf             5
and2               7
ha                 9
o21ai              7
## stage by stage
step	power, W	hold WS (ps)	cell area, um^2	utilization [%]
after floorplan	0.000185	577	1040	-
after global placement	0.000241	652	1470	18.9
after detailed placement	0.000242	652	1470	18.9
after CTS	0.000341	664	1520	19.4
after global routing	0.000362	746	1520	19.4
final	0.000337	660	1520	19.4
## final cells by class
| cell class | count | area share, % |
|---|---|---|
| Inverter | 3 | 0.743 |
| Timing Repair Buffer | 33 | 21.6 |
| Sequential cell | 10 | 13.2 |
| Multi-Input combinational cell | 118 | 53.3 |
| Clock buffer | 3 | 2.73 |
| Tap cell | 102 | 8.42 |
## cells by family after synthesis
| logic type | after synthesis | share of synthesized area (%) |
|---|---|---|
| mux | 1 | 0.965 |
| buf+inv | 8 | 2.90 |
| fa+ha+maj | 10 | 12.8 |
| flops | 10 | 19.3 |
| xor+xnor | 10 | 8.44 |
| compound gates | 48 | 30.6 |
| simple gates | 49 | 25.0 |
## worst register-to-register path, delay by kind of cell (launching register included)
family | cells | cell delay, ps
DFF | 1 | 330
and+or+nand+nor | 2 | 160
adders and majority gates | 2 | 650
AOI/OAI and AO/OA | 3 | 800
## power breakdown
group	switching, W	internal, W	leakage [nW]	total, W
Clock	0.0000365	0.0000613	0.0216	0.0000979
Combinational	0.0000514	0.0000711	0.465	0.000123
Sequential	0.0000153	0.000101	0.0831	0.000116
Total	0.000103	0.000233	0.570	0.000337
## layer usage
metal / vias up / wire, um
li1: 568 / -
met1: 499 / 1670
met2: 29 / 1520
met3: 0 / 320
met4: 0 / 0
met5: - / 0
## path summary, 6_finish.rpt
check | cells past startpoint | slack [ps] | to | startpoint
max | 11 | 800 | p_ct[6] | rel_jump_en[0]
min | 4 | 660 | p_ct[0] | p_ct[0]
max reg2reg | 7 | 2240 | p_ct[6] | p_ct[0]
min reg2reg | 4 | 660 | p_ct[0] | p_ct[0]
Power and IR drop assume default switching activity.
