==> /design/flow/design.v <==
module reg_file #(parameter W=8, D=4)(
    input                 CLK,
	                      RegWrite,
    input        [ D-1:0] srcA,
                          srcB,
                          writeReg,
    input        [ W-1:0] writeValue,
    output       [ W-1:0] ReadA,
    output logic [ W-1:0] ReadB
    );
logic [W-1:0] registers[2**D];
assign      ReadA = (srcA == 'b0)? 'b0 : registers[srcA];
always_comb ReadB = (srcB == 'b0)? 'b0 : registers[srcB];
always_ff @ (posedge CLK)
  if (RegWrite && (writeReg != 'b0))
    registers[writeReg] <= writeValue;
endmodule
==> /design/flow/run.sh <==
#!/bin/bash
# OpenROAD 26Q1-2900-gdf79404cd8, Yosys 0.63+post, stock flow scripts
make -C /OpenROAD-flow-scripts/flow DESIGN_CONFIG=/design/flow/config.mk WORK_HOME=/design/flow/orfs finish
==> /design/flow/config.mk <==
export PLATFORM = sky130hd
export DESIGN_NAME = reg_file
export DESIGN_NICKNAME = reg_file
export VERILOG_FILES = /design/flow/design.v
export SDC_FILE = /design/flow/constraint.sdc
export NUM_CORES = 4
export LEC_CHECK = 1
export CORE_UTILIZATION = 40
==> /design/flow/constraint.sdc <==
current_design reg_file

set clk_period 3.1
set clk_io_pct 0.2

create_clock -name clk0 -period $clk_period [get_ports {CLK}]

set non_clock_inputs [all_inputs -no_clocks]
set_input_delay [expr $clk_period * $clk_io_pct] -clock clk0 $non_clock_inputs
set_output_delay [expr $clk_period * $clk_io_pct] -clock clk0 [all_outputs]
==> flow_summary.ini <==
; flow metrics
[finish]
layout_top_cell = edfxtp_1
mostFrequentLayoutCells = edfxtp_1 (121), mux4_2 (37), clkdlybuf4s50_1 (32), buf_4 (31), mux4_1 (25)
final_cells = 545
fillers = 1093
combGateArea_sq_um = 2011
reg_top3 = registers (121)
area_growth_syn_to_layout_pct = 25.08
drive_gt1_frac = 0.3397
largest_register_ffs = 121
top_register = registers
regArea_sq_um = 3633

[yosys]
ys_warn_count = 1
ys_cells = 273
numSynthFlops = 121
synth_cell_types = 27
synth_cells = 273
syn_area_per_cell_sq_um = 21.25
synthFlopType = edfxtp_1
edf_count = 121
yosysSeqAreaShare = 0.6263
top_cell_area_share = 0.6263
async_flop_share = 0
ys_area_sq_um = 5802
yosys.area.top_type = edfxtp_1
netlist_area_sq_um = 5802
top_cells_by_area = edfxtp_1 (63%), mux4_1 (14%), mux4_2 (12%)

[pwr]
power.density_nw_per_um2 = 567.7
finalPower_mw = 4.119
leakagePower_nw = 2.493
peakVddDrop_mv = 0.3303

[clocking]
clkSlewWorstSetupHoldPaths_ns = 0.05
cts.sinks = 121
cts_max_level = 4
cts_tree = done
cts_root_buffer = clkbuf_16
cts_buffers = 17
cts_max_path_buffers = 2
cts_hold_buf = 0

[sta]
timing.final.ws_setup_ns = 0.03619
fin_crit_sh = 0.9883
finalHoldViolations = 0
period_minus_slack_ns = 3.064
rsz0062_at_grt = true
holdWs_ns = 1.126
setup_viol = 0
fmax_mhz = 326.4
tns_ns = 0
slew_headroom = 0.6209
slew_viol_final = 0
tightest_slew_ns = 0.5668

[run]
cap_violations = 0
warning_count = 26

[floorplan]
coreArea_sq_um = 13990
die-height_um = 122.4
chip_area_sq_um = 14990
top_level_ports = 38
dieWidth_um = 122.4
initCoreUtil = 0.4148
core.rowCount = 43

[route]
viasPerCell = 5.761
wire_per_inst_um = 25.40
routed_wl_um = 13840
drc = 0
drt_pass1_iterations = 4
antenna_cells = 0
vias = 3140
antenna_left = 0
first_iter_violations = 208

[worst_hold_path]
min-delay-path-class = in2reg

[global_routing]
grt_max_degree = 17
grt_pass1_wl_um = 20950
antenna_found_initial = 0
grt_use_total = 0.2209
grt-ovfl-total = 0
grt_pass1_vias = 3537

[placed_design]
port-buffer-count = 37
dp.final_hpwl_um = 9094
dp_slack_ns = -0.2697
dp_cells = 509
globalplace.congestion = 0.8154

[run_status]
status = complete, no violations

[worst_setup_path]
worstPathRequired_ns = 2.48
cp.arrival_ns = 2.44
endpoint_kind = primary output
crit_path_start_kind = input port
critPathKind = in2out
worstPathMaxFanout = 6
==> logic make-up after synthesis <==
logic type	synth area share
multiplexers	0.2926
AND-OR/OR-AND	0.03019
AND/OR/NAND/NOR	0.02523
flip-flops	0.6263
buffers and inverters	0.02501
other	0.0006463
==> cell type report <==
type / instances / share of cell area
multi-input cells: 131 / 0.2771
well taps: 180 / 0.03103
flip-flops and latches: 121 / 0.5007
clock inverters: 12 / 0.01810
repair buffers: 81 / 0.1129
clock buffers: 20 / 0.06017
==> routing by layer <==
layer	GRT usage	share of wire	wire length, um
met4	0.02363	0.012	164
met5	0.02431	0.0033	45
met2	0.3297	0.49	6720
met1	0.3004	0.37	5081
met3	0.1433	0.13	1830
==> path summary, 6_finish.rpt <==
| check | startpoint | to | slack, ns | depth (start not counted) |
|---|---|---|---|---|
| setup / recovery | srcB[0] | ReadB[0] | 0.04 | 5 |
| hold / removal | writeReg[2] | registers[13][0]$_DFFE_PP_ | 1.13 | 3 |
==> per-stage QoR <==
step / utilization / instance area [sq um]
floorplan: - / 5802
global placement: 0.4758 / 6655
detailed placement: 0.4758 / 6655
CTS: 0.5199 / 7272
global route: 0.5188 / 7257
finish: 0.5188 / 7257
==> critical path, cell delays in order <==
cell             delay [ns]
buf_4                  0.16
buf_4                  0.17
mux4_1                 0.59
mux4_2                 0.48
clkdlybuf4s50_1        0.41
==> cell usage after synthesis (2+ instances only) <==
cell	n
edfxtp_1	121
mux4_2	32
mux4_1	30
a22o_1	14
nor2_1	13
mux2_2	12
buf_1	5
buf_2	5
buf_6	5
a21oi_1	4
clkbuf_1	4
mux2_1	3
nand2b_1	3
nand3_1	3
nor3_1	3
buf_8	2
mux2i_1	2
nand3b_1	2
nor2b_1	2
==> what timing repair did <==
item	in CTS	in global routing
gates resized	10	12
buffers inserted	3	0
pin swaps	0	0
cloned	1	0
setup endpoints to repair	16	16
==> where the power goes <==
group	switching [mW]	total, mW	leakage [nW]	internal [mW]
registers	0.0125	1.85	1.09	1.84
logic	0.160	0.388	1.12	0.228
clock network	0.637	1.88	0.275	1.24
Power figures rest on the tool's default switching activity, not on a simulated workload.
